`design/flow/config.mk`:
```
export PLATFORM = sky130hd
export DESIGN_NAME = Emissor
export DESIGN_NICKNAME = Emissor
export VERILOG_FILES = /design/flow/design.v
export SDC_FILE = /design/flow/constraint.sdc
export NUM_CORES = 4
export LEC_CHECK = 1
export CORE_AREA = 10 10 70 70
export DIE_AREA = 0 0 80 80
```
`design/flow/constraint.sdc`:
```
current_design Emissor

set clk_period 1.7
set clk_io_pct 0.2

create_clock -name clk0 -period $clk_period [get_ports {clock}]

set non_clock_inputs [all_inputs -no_clocks]
set_input_delay [expr $clk_period * $clk_io_pct] -clock clk0 $non_clock_inputs
set_output_delay [expr $clk_period * $clk_io_pct] -clock clk0 [all_outputs]
```
`design/flow/design.v`:
```
module Emissor(clock, write, hit, mensagemBus, writeBack);
	input clock, 
	write,  
	hit;  
	output reg [2:0] mensagemBus;
	output reg writeBack;
	reg [1:0] estado, operCode;
	initial begin
		estado = 2'b00;  
	end
	always@(posedge clock) begin
		mensagemBus = 0;
		writeBack = 0;
		operCode = {write, hit};
		case(estado)
			2'b00: begin
				case (operCode)
					2'b00: begin
						estado = 2'b10;
						mensagemBus = 3'b001;
					end
					2'b10: begin
						estado = 2'b01;
						mensagemBus = 3'b010;
					end
				endcase
			end
			2'b01: begin 
				case(operCode)
					2'b11: begin
						mensagemBus = 0;
					end
					2'b01: begin
						estado = 2'b10;  
						mensagemBus = 3'b011;  
					end
					2'b10: begin
						mensagemBus = 3'b010;
					end
					2'b00: begin
						estado = 2'b10;
						mensagemBus = 3'b001;
					end
				endcase
			end
			2'b10: begin
				case(operCode)
					2'b11: begin
						mensagemBus = 0;
					end
					2'b01: begin
						mensagemBus = 0;
					end
					2'b10: begin
						estado = 2'b01;
						mensagemBus = 3'b010; 
						writeBack = 1;
					end
					2'b00: begin
						mensagemBus = 3'b001;
						writeBack = 1;
					end
				endcase
			end
		endcase
	end
endmodule
```
`design/flow/run.sh`:
```
#!/bin/bash
# OpenROAD 26Q1-2900-gdf79404cd8, Yosys 0.63+post, stock flow scripts
make -C /OpenROAD-flow-scripts/flow DESIGN_CONFIG=/design/flow/config.mk WORK_HOME=/design/flow/orfs finish
```
==> flow_metrics.rpt <==
RUN METRICS
----------------------------------------------------
[Setup path]
  Worst path arrival time ........................ 1.56 ns
  Buffering stage count on the worst path with inverters included ........................ 3
  Data required, critical path ........................ around 1.7 ns
  Startpoint kind of the worst setup timing path ........................ input pin
  Reg2reg path depth ........................ 3
  Standard cell with the maximum stage delay on the critical path ........................ sky130_fd_sc_hd__clkdlybuf4s50_1
  Crit path max-delay family ........................ buffers and inverters
  Biggest cell delay along the critical path ........................ approximately 0.53 ns
  Element type at the critical path end ........................ register
  Minimum setup slack among reg-to-reg paths ........................ ~0.32 ns
  Critical path peak fanout ........................ 4
  Worst setup startpoint ........................ write
  Worst path most repeated cell ........................ sky130_fd_sc_hd__inv_1
  Launch instance of the worst register-to-register path ........................ estado[0]$_DFFE_PP_
  Capturing point of the worst reg2reg path ........................ estado[0]$_DFFE_PP_
  Class of the most critical setup path ........................ in -> reg
  Chain of cells forming the critical path ........................ clkdlybuf4s50_1 > inv_1 > ha_1 > inv_1 > a21oi_1 > o221a_2

[Clocking]
  Buffer count from post-CTS setup fixing ........................ 0
  Total of cells resized after clock tree synthesis ........................ 0
  Post-CTS clock slew at the launch and capture registers of the worst setup and hold paths ........................ around 0.040 ns
  CTS sink cnt ........................ 5
  TritonCTS clock tree ........................ done
  Number of buffers inserted for hold repair after clock tree synthesis ........................ 0
  Root Driver ........................ sky130_fd_sc_hd__clkbuf_4
  Clock Tree Buf Depth ........................ 2
  Number of buffers inserted during clock tree synthesis ........................ 3
  Clock latency at the later pin of the worst-skew pair ........................ around 0.23 ns
  Count of H-tree levels built during CTS ........................ 1

[Place]
  Worst setup slack after placement ........................ -0.107 ns
  Buffers added on ports ........................ 5
  Placed wire-length estimate after detailed placement ........................ about 520 µm
  Final weighted congestion in routability-driven placement ........................ between 0.7 and 0.8

[Floorplan]
  Area enclosed by the die boundary ........................ about 6400 µm²
  Number of rows in the core area ........................ 21
  Top-level I/O count ........................ 7
  Core area ........................ around 3400 µm²
  Die height ........................ roughly 80 µm
  Floorplan-stage core utilization ........................ 0.103
  Chip Width ........................ 80 µm

[GRT]
  Antenna violations before repair ........................ 0
  Overflow left after global routing ........................ 0
  First-pass GRT wire length ........................ around 1000 µm
  Met3 global-route usage ........................ 0.00682
  Maximum number of pins on one net before global-route repair ........................ 6
  Total track usage ........................ 0.0188
  GR Util met2 ........................ 0.0305
  Met1 GRT Util ........................ 0.0228
  Number of global-route vias before repair ........................ around 250
  Layer with the highest usage after global routing ........................ met2

[Yosys]
  Synthesized registers ........................ 5
  Fraction of post-synthesis cell area in the top cell type by area ........................ 0.321
  Synth Area per Inst ........................ roughly 10 µm²
  Portion of the post-synthesis area used by sequential elements ........................ 0.343
  Top cells by area in the synthesized netlist ........................ sky130_fd_sc_hd__ha_1 32%, sky130_fd_sc_hd__dfxtp_1 17%, sky130_fd_sc_hd__edfxtp_1 17%
  Ys Warns ........................ 1
  Distinct cell type count of the synthesized netlist ........................ 15
  Instance count of the mapped netlist ........................ 35
  Cell taking the most area after synthesis ........................ sky130_fd_sc_hd__ha_1
  Netlist Area Pre-Place ........................ 350 µm²
  Chip area from the yosys synthesis statistics ........................ between 300 and 400 µm²
  Cell count listed in synth_stat.txt ........................ 35

[Timing]
  Worst-case clock skew ........................ 0.000131 ns
  Hold WS ........................ roughly 0.65 ns
  Crit path setup slack, layout ........................ between 0.1 and 0.15 ns
  RSZ-0062 raised after global routing ........................ false
  Final hold violations ........................ 0
  Max frequency ........................ between 600 and 700 MHz
  Period utilisation layout ........................ 0.924
  Setup-violating endpoint count in the final report ........................ 0
  Minimum period implied by the final worst setup slack ........................ ~1.6 ns
  Final-report max-slew violation count ........................ 0

[Flow run]
  Tool Warnings ........................ 32
  Reported max-cap violation count ........................ 0

[Hold path]
  Worst Hold Depth ........................ 2
  Worst hold path class ........................ reg -> reg
  Hold endpoint ........................ mensagemBus[0]$_DFF_P_
  Hold Startpoint ........................ estado[1]$_DFFE_PP_

[Route]
  Detailed Route WL ........................ 624 µm
  Number of search-and-repair iterations in the first detailed-routing pass ........................ 2
  Via count ........................ approximately 250
  Residual DRC ........................ 0
  Iter 0 DRT Violations ........................ 9
  Post-route ant nets ........................ 0
  Antenna cell count ........................ 0
  Wire per inst ........................ 6.71 µm
  Vias per std cell ........................ between 2 and 3

[Power]
  Total design power ........................ 0.000693 W
  Largest voltage drop on the vdd net ........................ 0.000556 V
  Static power due to leakage ........................ roughly 0.22 nW
  Pwr Density ........................ around 1400 nW/µm²

[Cells and area]
  P&R area growth vs syn ........................ 44.6%
  Total of fill cells in the finished design ........................ approximately 400
  Share of layout cells above drive strength 1 ........................ 0.191

[Outcome]
  Run status ........................ completed

----------------------------------------------------
-- layer usage --
layer  wire, µm  share of wire  vias to the layer above
li1           -              -                      137
met1        304           0.49                      111
met2        304           0.49                        4
met3         15          0.024                        0
met4          0              0                        0
met5          0              0                        -
-- flip-flops by register name, indices dropped and copies added, names as in the netlist --
signal and count:
estado 2, writeBack 1, mensagemBus 2
-- cell usage after synthesis (all sizes together) --
library cell and count:
mux2 1, o21ai 3, buf 1, or3 1, nand2 1, edfxtp 2, inv 6, conb 1
o221a 1, o21a 1, dfxtp 3, a21oi 3, nor2 1, mux2i 1, ha 9
-- logic make-up (layout without fill, tap and decap cells) --
group / Yosys count / after routing / share of synthesized area
AOI/OAI and AO/OA: 8 / 8 / 0.139
adders and majority gates: 9 / 9 / 0.321
buffers and inverters: 7 / 19 / 0.0857
DFF: 5 / 5 / 0.343
muxes: 2 / 2 / 0.0607
other: 1 / 1 / 0.0107
and+or+nand+nor: 3 / 3 / 0.0393
-- power breakdown --
part | switching [W] | internal, W
Sequential | 0.0000251 | 0.000202
Combinational | 0.000153 | 0.000182
Clock | 0.0000425 | 0.0000883
-- worst max-delay path by stage --
stage	to	slack [ns]	cells past startpoint
finish	estado[1]$_DFFE_PP_	0.13	6
CTS	estado[1]$_DFFE_PP_	0.14	6
global route	estado[0]$_DFFE_PP_	0.05	6
-- per-stage QoR --
stage	utilization	setup TNS [ns]	area, µm²	instances
2_1_floorplan	-	0	350	35
3_3_place_gp	0.141	-0.202	480	89
3_5_place_dp	0.141	-0.265	480	89
4_1_cts	0.148	0	507	93
5_1_grt	0.148	0	507	93
6_report	0.148	0	507	93
-- tightest hold or removal path: cells and delay by family (launching register included) --
kind	cells	cell delay, ns
AND-OR/OR-AND	1	0.05
adder cells (fa/ha/maj)	1	0.19
flip-flops	1	0.36
-- placed cells by master (no fill, tap or decap) --
cell / instances
sky130_fd_sc_hd__buf_4: 4
sky130_fd_sc_hd__o21a_1: 1
sky130_fd_sc_hd__ha_1: 9
sky130_fd_sc_hd__clkbuf_4: 3
sky130_fd_sc_hd__a21oi_1: 3
sky130_fd_sc_hd__nand2_1: 1
sky130_fd_sc_hd__conb_1: 1
sky130_fd_sc_hd__inv_1: 6
sky130_fd_sc_hd__clkdlybuf4s50_1: 5
sky130_fd_sc_hd__mux2_2: 1
sky130_fd_sc_hd__mux2i_1: 1
sky130_fd_sc_hd__clkbuf_1: 1
sky130_fd_sc_hd__o221a_2: 1
sky130_fd_sc_hd__dfxtp_1: 3
sky130_fd_sc_hd__o21ai_0: 3
sky130_fd_sc_hd__or3_1: 1
sky130_fd_sc_hd__nor2_1: 1
sky130_fd_sc_hd__edfxtp_1: 2
-- cell type report --
class                      count  area (µm²)  area share
timing repair buffer           9        80.1       0.158
sequential                     5         120       0.237
tap                           46        57.6       0.114
inverter                       6        22.5      0.0444
multi-input combinational     23         200       0.395
clock buffer                   4        26.3      0.0519
Power figures rest on the tool's default switching activity, not on a simulated workload.
